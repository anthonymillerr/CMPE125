$ cat flow/design.v
module ram_single(q, a, d, we, clk);
		output[7:0] q;
		input [7:0] d;
		input [6:0] a;
		input we, clk;
		reg [7:0] mem [127:0];
		assign q = mem[a];
		always @(posedge clk) begin
		if (we)
		mem[a] <= d;
end
endmodule
$ cat flow/constraint.sdc
current_design ram_single

set clk_period 16.7
set clk_io_pct 0.2

create_clock -name clk0 -period $clk_period [get_ports {clk}]

set non_clock_inputs [all_inputs -no_clocks]
set_input_delay [expr $clk_period * $clk_io_pct] -clock clk0 $non_clock_inputs
set_output_delay [expr $clk_period * $clk_io_pct] -clock clk0 [all_outputs]
$ cat flow/run.sh
#!/bin/bash
# OpenROAD 26Q1-2900-gdf79404cd8, Yosys 0.63+post, stock flow scripts
make -C /OpenROAD-flow-scripts/flow DESIGN_CONFIG=/design/flow/config.mk WORK_HOME=/design/flow/orfs finish
$ cat flow/config.mk
export PLATFORM = sky130hd
export DESIGN_NAME = ram_single
export DESIGN_NICKNAME = ram_single
export VERILOG_FILES = /design/flow/design.v
export SDC_FILE = /design/flow/constraint.sdc
export NUM_CORES = 4
export LEC_CHECK = 1
export CORE_UTILIZATION = 50
==> metrics.yaml <==
status: "finished, final reports clean"
grt.overflow.total: 0
rows: 103
clkTransAtPathRegs_ps: 60
drv_slew: 0
ys_chip_area_mm2: 0.0403
ys_ff: 1024
cts.path.max_buffers: 3
synth.avg_cell_area_um2: 16.3
min_to: "mem[18][2]$_DFFE_PP_"
synthTopCellsByArea: "edfxtp_1, a221oi_1, nor2_1"
grt_start_max_net_pins: 72
worstPathRequired_ps: 13360
drt-pass1-iter-count: 7
synthCells: 2467
hold_path_class: "input pin to flop"
finalHoldViolCount: 0
top_cell_area_share: 0.764
yosysWarnings: 1
syn_area_mm2: 0.0403
warnings: 26
worst-setup-path-type: "input pin to output pin"
finalCriticalPeriod_ps: 11210
vias: 24000
grt_pass1_wl_mm: 171
drc: 0
rsz0062_at_grt: "false"
area_growth_pct: 11.5
cap_violations: 0
h-tree-depth: 3
die_h_um: 286
power.total_w: 0.00541
end_kind: "output pin"
hpwl_mm: 69.8
hold_ws_ps: 3130
min-delay-start: "d[2]"
fin_crit_sh: 0.672
grt_usage: 0.325
p_leak_nw: 14.1
grt_antenna_before_repair: 4
top_regs: "mem x1024"
die_x_um: 286
min_path_cells: 1
io_buffers: 24
cts_setup_buffers: 0
io-pin-count: 25
finalWorstSetupSlack_ps: 5490
ys_async_sr_fraction: 0
first_global_vias: 25200
cts_tree: "yes"
post_drt_wl_per_cell_um: 32.1
routed_wl_mm: 117
fp_util: 0.507
edf_count: 1024
netlist.top_cell.by_area: "edfxtp_1"
top_register: "mem"
ctsResizeCount: 0
clock-root-buffer: "clkbuf_16"
cts.sinks: 1024
gp_congestion: 0.931
core_mm2: 0.0794
cts_made_buffers: 104
max-vdd-ir-drop_uv: 97.6
final_util: 0.566
dr.first_iter.drc_count: 1913
via_per_inst: 6.58
largest_reg_flops: 1024
ys_cells: 2467
relSlewSlack: 0.229
setup_viol: 0
arrival_ps: 7870
flop_cell: "edfxtp_1"
detail-route-antenna-nets: 0
worstMarginPinSlew_ps: 1150
chipArea_mm2: 0.0817
hold_buffers: 0
cp-start-kind: "input pin"
fin_tns_setup_ps: 0
max_freq_ghz: 0.0892
crit_path_max_fanout: 44
synth_cell_types: 65
drive_gt1_frac: 0.139
place_ws_ps: 5520
synth_seq_share: 0.764
powerDensity_mw_per_mm2: 120
## routing by layer
metal	track usage	wire [um]	share of wire
met1	0.445	39600	0.34
met2	0.445	52600	0.45
met3	0.236	20500	0.18
met4	0.0932	4260	0.036
met5	0.0128	127	0.0011
## area by class of cell
type                            instances  area (um2)
Antenna cell                            1        2.50
Clock buffer                          127        2710
Clock inverter                         61         557
Fill cell                            5993       34500
Inverter                                4        17.5
Multi-Input combinational cell       1244        8500
Sequential cell                      1024       30700
Tap cell                             1050        1310
Timing Repair Buffer                  136        1060
## critical path: stages
cell and delay [ps]:
buf_6 430, buf_4 710, and2_4 500, buf_4 540
buf_4 460, a221o_1 210, o21ai_0 110, a21oi_1 570
nor3_1 130, nand4_1 250, clkdlybuf4s50_1 510
## layout by cell type, fill, tap and decap left out, drive strengths merged, types with 61 or more instances in the layout
master,netlist,final
a21oi,125,125
a221oi,223,223
a22oi,74,74
buf,123,124
clkbuf,72,128
edfxtp,1024,1024
mux2,65,65
mux2i,61,61
nand2,102,102
nor2,241,241
o21ai,81,81
## worst max-delay path by stage
stage | start | end | slack (ps) | depth (start not counted)
final | a[0] | q[5] | 5490 | 11
after global routing | a[2] | q[0] | 5270 | 11
after CTS | a[2] | q[0] | 5510 | 11
## synth_stat cells, types with 9 or more instances
library cell	instances
buf_1	11
nor2_1	240
buf_4	9
o22ai_1	24
o211ai_1	11
a22oi_1	73
a221o_1	20
a221oi_1	220
o21ai_0	80
buf_6	23
mux2i_1	61
buf_2	80
clkbuf_1	72
edfxtp_1	1024
mux2_2	60
nor2b_1	12
nand3_1	17
o221ai_1	17
a22o_1	41
nand2_1	102
nor3_1	16
a21oi_1	125
o22a_1	11
mux4_2	11
nand4_1	9
## where the power goes
| group | internal (W) | switching [W] |
|---|---|---|
| Clock | 0.00130 | 0.000941 |
| Combinational | 0.0000869 | 0.000239 |
| Sequential | 0.00284 | 0.00000219 |
## through the flow
| step | instances | instance area, um2 |
|---|---|---|
| 2_1_floorplan | 2467 | 40300 |
| 3_3_place_gp | 3458 | 41600 |
| 3_5_place_dp | 3458 | 41600 |
| 4_1_cts | 3646 | 44900 |
| 5_1_grt | 3647 | 44900 |
| 6_report | 3647 | 44900 |
## cells by family (layout without fill, tap and decap cells)
| logic type | after synthesis | in the layout | share of synthesized area |
|---|---|---|---|
| AND-OR/OR-AND | 680 | 680 | 0.126 |
| buffers and inverters | 199 | 328 | 0.0262 |
| flip-flops | 1024 | 1024 | 0.764 |
| multiplexers | 137 | 137 | 0.0396 |
| other | 0 | 1 | 0 |
| AND/OR/NAND/NOR | 427 | 427 | 0.0449 |
Power figures rest on the tool's default switching activity, not on a simulated workload.
