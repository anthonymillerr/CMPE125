$ cat flow/run.sh
#!/bin/bash
# OpenROAD 26Q1-2900-gdf79404cd8, Yosys 0.63+post, stock flow scripts
make -C /OpenROAD-flow-scripts/flow DESIGN_CONFIG=/design/flow/config.mk WORK_HOME=/design/flow/orfs finish
$ cat flow/config.mk
export PLATFORM = sky130hd
export DESIGN_NAME = ram_true_dual
export DESIGN_NICKNAME = ram_true_dual
export VERILOG_FILES = /design/flow/design.v
export SDC_FILE = /design/flow/constraint.sdc
export NUM_CORES = 4
export LEC_CHECK = 1
export CORE_UTILIZATION = 50
$ cat flow/constraint.sdc
current_design ram_true_dual

set clk_period 24.5
set clk_io_pct 0.2

create_clock -name clk0 -period $clk_period [get_ports {clk}]

set non_clock_inputs [all_inputs -no_clocks]
set_input_delay [expr $clk_period * $clk_io_pct] -clock clk0 $non_clock_inputs
set_output_delay [expr $clk_period * $clk_io_pct] -clock clk0 [all_outputs]
$ cat flow/design.v
module ram_true_dual(
  output reg [7:0] q1,
  output reg [7:0] q2,
  input [7:0] d1,
  input [7:0] d2,
  input [6:0] a1,
  input [6:0] a2,
  input we1,
  input we2,
  input clk
);
  reg [7:0] mem [127:0];
  always @(posedge clk) begin
    q1 <= mem[a1];
  end
  always @(posedge clk) begin
    if (we1)
      mem[a1] <= d1;
  end
  always @(posedge clk) begin
    q2 <= mem[a2];
  end
  always @(posedge clk) begin
    if (we2)
      mem[a2] <= d2;
  end
endmodule
==> results_slide.txt <==
Flow Results at a Glance

Place
  • Port bufs: 48
  • Post-Place Worst Slack: 14950 ps
  • Cell Area, Placed: 0.0646 mm^2
  • Placed cell count: 6500
  • Placer's final routability congestion estimate: between 1 and 1.5
  • Post-DP HPWL: 210000 um

Final layout
  • Reg area: 0.0311 mm^2
  • Fillcell total: 10200
  • Area growth syn-to-layout: 11.0%
  • Most common logic cells in the final layout: mux2_2 (1097), edfxtp_1 (1024), nand2_1 (402), buf_4 (362), a22oi_1 (255)
  • Post-Layout Cell Count: approximately 6800
  • Post-Layout Inst Area: 0.0686 mm^2
  • Share of layout cells above drive strength 1: 34.6%
  • Most frequent logic cell in the layout: mux2_2
  • Logic area: between 0.02 and 0.03 mm^2

Pwr
  • Sequential Power Share: 44.8%
  • Max IR drop VDD: about 0.07 mV
  • Pwr Density: 64.9 mW/mm^2
  • Net Sw Frac: 27.8%
  • LEAKAGE: 0.0227 uW
  • Comb pwr share: 14.4%
  • Sw Pwr: between 1000 and 1500 uW
  • Clock power share: 40.8%
  • Internal power: 3210 uW

Critical path
  • Crit path kind: in -> reg
  • Nature of the critical path startpoint: input port
  • Worst-path maximum fanout: 31
  • CP required: 25130 ps
  • CP endpoint kind: flop
  • CP Data Arrival Time: about 10000 ps

Job
  • Count of tool warnings: 28
  • Max-Cap Viols: 2

Logic synthesis
  • Syn_area_per_cell: 12.2 um^2
  • Post-synth EDFFs: about 1000
  • Chip area in the Yosys report: 0.0618 mm^2
  • Async SR Flop Fraction: 0%
  • Mapped Area: 0.0618 mm^2
  • Dominant flop cell: edfxtp_1
  • Yosys cell count: 5062
  • Top-area cell share: approximately half
  • Seq/Total Area, Yosys: 50.3%
  • Synth area leader: edfxtp_1
  • Top area cell types: edfxtp_1 (50%), mux2_2 (20%), a221oi_1 (3.2%), a22oi_1 (3.1%), mux2i_1 (2.5%)
  • Synth Instances: 5062
  • Ys flops: about 1000
  • Cell Type Count: 75
  • Ys Warns: 1

Routing
  • Post-route DRC: 0
  • Vias per inst: 7.92
  • Drt wl/cell: 49.0 um
  • 1st-iter DRT viols: 7733
  • Via Count: 53700
  • Drt total wl: 332000 um
  • ANT nets after route: 0
  • First-pass DRT Iterations: 9

Final timing
  • RSZ-0062 raised after global routing: no
  • Setup violations, final: 0
  • Measured slew at the worst slew-check pin: around 1500 ps
  • Min cycle time layout: a little over 9000 ps
  • Final Hold Viols: 0
  • Worst hold margin: just over 800 ps
  • FMAX: 108 MHz
  • Setup tns final: 0 ps
  • Slew Limit Fails: 4
  • Fin crit share: 37.7%
  • Final worst slack: between 15000 and 20000 ps
  • Final setup skew: 31.9 ps
  • Relative slew slack: -3.48%

Clocking
  • H-tree levels: 3
  • Reg clk slew, reported paths: approximately 60 ps
  • Clock latency (worst-skew pair): 770 ps
  • Hold buffer count at CTS: 0
  • Clk root buf: clkbuf_16
  • Post_cts resized: 0
  • CTS Buf Count: about 120
  • Post CTS Setup Buffer Count: 0
  • Clock buffer depth: 3
  • CTS tree: yes
  • Sink Count: between 1000 and 1500

Global route
  • Maximum number of pins on one net before global-route repair: 92
  • Antenna violations before repair: about 48
  • Grt total ovfl: 0
  • First-pass GRT wire length: 446000 um
  • Number of global-route vias before repair: 51800
  • Tot GR Track Use: a little under three fifths

Floorplan
  • Row cnt: 128
  • Num ports: around 49
  • Core ar.: 0.122 mm^2
  • Die width: 354 um
  • Starting density of the core: ~51%
  • Die area: ~0.12 mm^2
  • Die H: 354 um

Worst hold path
  • Worst hold path type: reg -> reg

Status
  • Failing checks: capacitance limit, slew limit
  • Status: finished with violations
cell type report:
class | instances | share of cell area (%)
Clock buffer | 136 | 4.40
Timing Repair Buffer | 402 | 4.66
Inverter | 17 | 0.0985
Clock inverter | 69 | 1.15
Tap cell | 1625 | 2.96
Antenna cell | 70 | 0.255
Multi-Input combinational cell | 3416 | 41.2
Sequential cell | 1040 | 45.3
flip-flops by register name, indices dropped and copies added, names as in the netlist:
register  cells
q2            8
q1            8
mem        1024
cells in the mapped netlist, types with 52 or more instances:
cell      instances
buf_2           145
mux2i_1         157
a22o_1           52
a221oi_1        223
edfxtp_1       1024
mux2_2         1097
clkbuf_1        350
o22ai_1         112
a22oi_1         255
nor2_1          127
nand2_1         403
a222oi_1         78
o21ai_0         218
buf_1            53
a21oi_1         197
metrics by stage:
step	total power, uW	util (%)
2_1_floorplan	2330	-
3_3_place_gp	2620	52.9
3_5_place_dp	2620	52.9
4_1_cts	4400	56.0
5_1_grt	4500	56.0
6_report	4450	56.1
power by group through the flow:
stage	combinational, uW	sequential [uW]	clock (uW)
after CTS	592	1990	1820
after global routing	632	1990	1880
final	642	1990	1820
metal layers:
layer	vias up	part of all wire [%]	global-route usage, %
li1	20300	-	-
met2	5418	39	69.8
met5	-	0.51	9.81
met3	1577	19	42.4
met1	26300	33	70.1
met4	69	8.7	35.6
worst paths after layout:
check                            start             to  slack [ps]  cells after the start
setup / recovery                 a1[0]  q1[3]$_DFF_P_       15270                     11
hold / removal    mem[24][7]$_DFFE_PP_  q1[7]$_DFF_P_         810                      4
setup reg to reg  mem[91][2]$_DFFE_PP_  q2[2]$_DFF_P_       21150                      7
hold reg to reg   mem[24][7]$_DFFE_PP_  q1[7]$_DFF_P_         810                      4
worst max-delay path, stage by stage:
cell      delay, ps
buf_6           320
buf_4           550
buf_4           710
nand2b_1        540
buf_4           480
o22ai_1         150
a221oi_1        210
a21oi_1         110
a21oi_1         680
o221ai_1        450
or4_1           630
kinds of logic after synthesis:
logic type	count (synthesis)	synth area share (%)
muxes	1286	23.7
AOI/OAI and AO/OA	1420	16.7
buffers and inverters	606	4.27
and+or+nand+nor	710	5.04
DFF	1040	50.3
Power figures rest on the tool's default switching activity, not on a simulated workload.
