===== flow/run.sh =====
#!/bin/bash
# OpenROAD 26Q1-2900-gdf79404cd8, Yosys 0.63+post, stock flow scripts
make -C /OpenROAD-flow-scripts/flow DESIGN_CONFIG=/design/flow/config.mk WORK_HOME=/design/flow/orfs finish

===== flow/config.mk =====
export PLATFORM = sky130hd
export DESIGN_NAME = ALU_32bit
export DESIGN_NICKNAME = ALU_32bit
export VERILOG_FILES = /design/flow/design.v
export SDC_FILE = /design/flow/constraint.sdc
export NUM_CORES = 4
export LEC_CHECK = 1
export CORE_UTILIZATION = 30

===== flow/constraint.sdc =====
current_design ALU_32bit

set clk_period 14.9
set clk_io_pct 0.2

create_clock -name clk0 -period $clk_period

set non_clock_inputs [all_inputs -no_clocks]
set_input_delay [expr $clk_period * $clk_io_pct] -clock clk0 $non_clock_inputs
set_output_delay [expr $clk_period * $clk_io_pct] -clock clk0 [all_outputs]

===== flow/design.v =====
module ALU_32bit (
    input [31:0] A,
    input [31:0] B,
    input [2:0] F,
    output reg [31:0] Y,
    output wire Zero,
    output reg Overflow);
wire [31:0] S, Bout;
assign Bout = F[2] ? ~B : B;
assign S = A + Bout + F[2];
always @ (*) begin 
case (F[1:0])
	 2'b00: Y <= A & Bout;
	 2'b01: Y <= A | Bout;
	 2'b10: Y <= S;
	 2'b11: Y <= S[31];
endcase
end
assign Zero = (Y == 32'b0); 
always @ (*) begin
case (F[2])
	1'b0: Overflow <= A[31] & B[31] & ~S[31] |
							~A[31] & ~B[31] & S[31];
	1'b1: Overflow <= ~A[31] & B[31] & S[31] | 
							A[31] & ~B[31] & ~S[31];
	default: Overflow <= 1'b0;
endcase
end
endmodule 

==> flow_summary.toml <==
# physical design summary
[logic_synthesis]
synthCells = 520
syn_area_um2 = 3460
synth_top_area_share_pct = 23.1
yosys_area_um2 = 3460
yosysTopAreaCell = "ha_1"
avgSynthCellArea_um2 = 6.66
netlist-cell-type-count = 56
topCellsByArea = "ha_1 23%, xor2_1 11%, inv_1 8.2%"
yosysSeqAreaShare_pct = 0
synth_stat.cells = 520
synth_warnings = 1

[routing]
drtPass1Iterations = 5
drc = 0
avgRoutedWirePerCell_um = 15.2
wl_um = 11300
drtIter0Drc = 296
vias = 3869
n_antenna_cell = 0
detail-route-antenna-nets = 0
viasPerCell = 5.19

[final_layout]
drive_above_1_share_pct = 2.31
final_cell_mix = "100 x clkdlybuf4s50_1, 76 x inv_1, 64 x ha_1, 45 x a21oi_1, 43 x xor2_1"
layout.area.seq_um2 = 0
areaGrowthSynthToFinish_pct = 32.9
stdcell_area_um2 = 4600
nClkBuffers = 0
layout_top_cell = "clkdlybuf4s50_1"
comb_area_um2 = 3090
utilization_pct = 41.7
fill_cells = 1151
sequential_cell_total = 0

[timing]
report.final.slew_viol_count = 0
post-route-min-period_ns = 10.70
finalClockPeriodUsage_pct = 71.8
rsz0062_at_grt = "false"
tightest_slew_ns = 0.860
max_slew_margin_pct = 42.6
setup_viol = 0
fmax_mhz = 93.4
hold-worst-slack_ns = 6.94
tns_ns = 0
hold_viol_final = 0

[critical_path]
worstPathCellList = "clkdlybuf4s50_1, mux2i_1, inv_1, fa_1, a21o_1, a221oi_1, nor4_1, nor3_1, o21a_1, o21ai_1, xnor2_1, o221ai_1, or4_1, nor4_2, clkdlybuf4s50_1"
critPathKind = "in2out"
cp_common_cell = "clkdlybuf4s50_1"
crit_arrival_ns = 7.72
critPathLaunchType = "primary input"
path_max_fanout = 5
required_ns = 11.92
crit_path_end_kind = "output port"
max_stage_delay_ns = 0.62
crit_slowest_cell = "a221oi_1"

[floorplan]
die_area_um2 = 12000
num_io_pins = 101
fp-row-count = 38
design.core.area_um2 = 11000
die_h_um = 109
die_w_um = 109
fp_util_pct = 31.4

[global_route]
grt_overflow_total = 0
use_met3_pct = 1.93
use_met1_pct = 30.5
grtUsageMet2_pct = 29.7
grt_busiest_layer = "met1"
first_global_vias = 3596
antenna_found_initial = 0
grt_pass1_wl_um = 18300
grt_max_degree = 35
grt_usage_pct = 19.3

[worst_hold_path]
worstHoldPathCells = 4
hold_path.class = "in2out"

[run_status]
outcome = "complete, no violations"

[placed_design]
routabilityCongestion = 0.957
numPortBuffers = 101
hpwlAfterDp_um = 9120
placed_area_um2 = 4600

[power]
p_leak_uw = 0.00218
power_density_nw_per_um2 = 49.9
peakVddDrop_mv = 0.0216

[job]
warnings = 64
cap_violations = 0

[clock_network]
post_cts_resized = 0
cts_setup_buffers = 0
cts_hold_buf = 0
-- critical path: cells and delay by family --
family / cells / cell delay, ns
mux: 1 / 0.38
xor+xnor: 1 / 0.16
fa+ha+maj: 1 / 0.41
simple gates: 4 / 1.36
buf+inv: 3 / 1.12
compound gates: 5 / 1.32
-- path summary, 6_finish.rpt --
| path | end | startpoint |
|---|---|---|
| worst min-delay path | Overflow | A[31] |
| worst max-delay path | Zero | B[0] |
-- metrics by stage --
| stage | worst slack (ns) | instances | power, µW |
|---|---|---|---|
| 5_1_grt | 3.85 | 745 | 256 |
| 3_5_place_dp | 4.16 | 745 | 227 |
| 4_1_cts | 4.16 | 745 | 229 |
| 3_3_place_gp | 4.28 | 745 | 229 |
| 6_report | 4.20 | 745 | 230 |
| 2_1_floorplan | 5.32 | 520 | 140 |
-- metal layers --
layer	vias to the layer above	share of wire [%]
met2	136	41
met5	-	0
met1	1733	51
met4	0	0.026
met3	2	7.7
li1	1998	-
-- area by class of cell --
class | count | area share, %
Tap cell | 140 | 3.80
Inverter | 76 | 6.20
Timing Repair Buffer | 107 | 22.8
Multi-Input combinational cell | 422 | 67.2
-- power by group --
group | switching (µW) | internal, µW | total (µW) | leakage (µW)
combinational | 121 | 109 | 230 | 0.00218
sequential | 0 | 0 | 0 | 0
clock | 0 | 0 | 0 | 0
total | 121 | 109 | 230 | 0.00218
-- cell families after synthesis --
logic type | share of synthesized area [%]
mux | 3.47
fa+ha+maj | 23.7
xor+xnor | 13.9
compound gates | 27.9
buf+inv | 10.7
simple gates | 20.3
-- cells in the mapped netlist (2+ instances only) --
master,number
ha_1,64
or3_1,4
nor2b_1,3
xnor2_1,12
o211ai_1,6
nand2b_1,7
buf_1,2
o21ai_1,3
o311a_1,2
o21a_1,4
o22ai_1,11
xor2_1,43
clkbuf_1,19
nand3_1,6
o21bai_1,5
a21oi_1,45
nor2_1,36
nand2_1,40
o221ai_1,5
or4_1,2
nand4_1,12
o21ai_0,29
a211o_1,3
a211oi_1,6
and3_1,3
mux2i_1,12
or2_2,2
a21o_1,10
nor3_1,10
inv_1,76
a221oi_1,2
a221o_1,6
o2111ai_1,2
nor4_1,6
Power figures rest on the tool's default switching activity, not on a simulated workload.
